File: flow/design.v
module conff(
    input wire clock,
    input wire [31:0] bus,
    input wire [31:0] ir,
    input wire con_in,
    output wire con
);
    integer i;
    reg not_zero;
    reg negative;
    reg con_state;
    always @(posedge clock)
    begin
        not_zero = 0;        
        for(i = 0; i < 30; i = i + 1) begin
           not_zero = not_zero | bus[i]; 
        end 
        negative = bus[31]; 
		if (ir[20:19] == 0) 
            con_state = ~not_zero; 
        else if (ir[20:19] == 1) 
            con_state = not_zero; 
        else if (ir[20:19] == 2) 
            con_state = ~negative; 
        else if (ir[20:19] == 3) 
            con_state = negative; 
    end
    assign con = con_state & con_in;
endmodule
File: flow/run.sh
#!/bin/bash
# OpenROAD 26Q1-2900-gdf79404cd8, Yosys 0.63+post, stock flow scripts
make -C /OpenROAD-flow-scripts/flow DESIGN_CONFIG=/design/flow/config.mk WORK_HOME=/design/flow/orfs finish
File: flow/config.mk
export PLATFORM = sky130hd
export DESIGN_NAME = conff
export DESIGN_NICKNAME = conff
export VERILOG_FILES = /design/flow/design.v
export SDC_FILE = /design/flow/constraint.sdc
export NUM_CORES = 4
export LEC_CHECK = 1
export CORE_AREA = 10 10 70 70
export DIE_AREA = 0 0 80 80
File: flow/constraint.sdc
current_design conff

set clk_period 1.3
set clk_io_pct 0.2

create_clock -name clk0 -period $clk_period [get_ports {clock}]

set non_clock_inputs [all_inputs -no_clocks]
set_input_delay [expr $clk_period * $clk_io_pct] -clock clk0 $non_clock_inputs
set_output_delay [expr $clk_period * $clk_io_pct] -clock clk0 [all_outputs]
==> impl_metrics.yaml <==
# flow metrics
critical_path:
  slowest_stage: "nor4_4"
  cp_max_fo: 1
  max_stage_delay_ns: 0.25
  cp_cell_sequence: "buf_6, nor4_4, nand4_1, o22ai_2, xor2_1"
  worstSetupEndpointType: "register"
  startpoint_type: "primary input"
  path_class: "primary input to register"
  path_buffers: 1
  arrival_ns: 0.97
  cp.required_ns: 1.04
  cp_top_family: "simple AND/OR/NAND/NOR gates"
placement:
  place.gp.congestion: 0.713
  place_hpwl_mm: 1.16
  placed_cell_area_sq_um: 541
  portBuffers: 35
detailed_routing:
  postRouteAntennaNets: 0
  wirelength_mm: 1.25
  drt_iter0_markers: 0
  dr.pass1.iters: 1
  routedWlPerCell_um: 12.6
  viasPerCell: 2.77
  vias: 274
  drc: 0
sta:
  setup_viol: 0
  hold_viol: 0
  period_needed_ns: 1.23
  fin_crit_sh: 0.950
  whs_ns: 0.736
  rsz0062_at_grt: "yes"
  maxSlewViolCount: 0
  setup_tns_ns: 0
  max_clock_freq_ghz: 0.810
logic_synthesis:
  ys_types: 10
  ys_cells: 16
  edf_count: 1
  yosysWarnings: 1
  most_common_cell: "nor4_1"
  synth-main-ff-cell: "edfxtp_1"
  ys.flops: 1
  synth_chip_area_sq_um: 133
  syn_area_sq_um: 133
  netlist_instances: 16
  yosys.stat.seqShare: 0.226
  netlist_top_cells_count: "nor4_1, nand4_1"
  yosys-top-cells-area: "nor4_1, edfxtp_1, nand4_1"
  synth.avg_cell_area_sq_um: 8.29
  top_cell_area_share: 0.283
  synth_area_leader_cell: "nor4_1"
  async_flop_share: 0
global_routing:
  grt_pass1_wl_mm: 1.79
  grt_usage: 0.0363
  grt_start_max_net_pins: 3
  grt_antenna_before_repair: 2
  grt_pass1_vias: 328
  grt_overflow: 0
flow_run:
  drv_cap: 0
  log.warning_count: 61
layout:
  largest_reg_flops: 1
  drive_above_1_share: 0.549
  stdcell_area_sq_um: 559
  final-comb-area_sq_um: 176
  seq_area_sq_um: 30.0
  nFillCells: 406
  postLayoutCoreUtil: 0.164
  area_growth_pct: 322
pwr:
  p_per_area_nw_per_um2: 272
  cellLeakagePower_nw: 0.253
  vdd_ir_drop_max_mv: 0.103
  power_mw: 0.152
outcome:
  status: "completed"
die:
  rows: 21
  core_area_sq_um: 3420
  pin_count: 67
  fp-utilization: 0.0388
  die_h_um: 80
  fp.dieW_um: 80
  die_area_sq_um: 6400
clocking:
  cts.reportedPaths.clkPinSlew_ns: 0
  ctsHoldBuffers: 0
min_path:
  hp-class: "primary input to register"
==> cell usage in the layout (no fill, tap or decap) <==
cell / count
nor4_2: 3
clkdlybuf4s15_1: 6
xor2_1: 1
clkbuf_2: 16
o22ai_2: 1
dlymetal6s2s_1: 6
and2_1: 1
diode_2: 2
inv_1: 1
nor3_2: 1
edfxtp_1: 1
clkdlybuf4s50_1: 2
buf_6: 3
conb_1: 1
nand4_1: 2
dlygate4sd2_1: 2
nor4_4: 4
==> per-stage QoR <==
step	setup WS [ns]	std cells
2_1_floorplan	0.204	16
3_3_place_gp	-0.325	97
3_5_place_dp	-0.346	97
4_1_cts	-0.187	97
5_1_grt	-0.0173	98
6_report	0.0653	99
==> worst paths after layout <==
path                    from                  end  depth (start not counted)
worst max-delay path  bus[7]  con_state$_DFFE_PP_                          5
worst min-delay path  ir[20]  con_state$_DFFE_PP_                          4
==> cells by family after synthesis <==
kind of cell	synth area share
compound gates	0.0943
xor+xnor	0.0660
buf+inv	0.0283
flops	0.226
other cells	0.0283
simple gates	0.557
==> layout make-up <==
| cell class | count | area share |
|---|---|---|
| tap | 46 | 0.103 |
| sequential | 1 | 0.0537 |
| inverter | 1 | 0.00671 |
| timing repair buffer | 35 | 0.512 |
| antenna | 2 | 0.00895 |
| multi-input combinational | 14 | 0.315 |
==> power by group <==
part / leakage, nW / internal, mW / total (mW) / switching, mW
clock: 0.0000127 / 0.00000216 / 0.00000216 / 0
sequential: 0.00979 / 0.0404 / 0.0412 / 0.000869
combinational: 0.243 / 0.0717 / 0.111 / 0.0391
total: 0.253 / 0.112 / 0.152 / 0.0399
==> metal layers <==
layer | GRT usage | routed length (um) | vias to the layer above
met4 | 0 | 0 | 0
met1 | 0.0458 | 496 | 114
met3 | 0.0250 | 221 | 0
met5 | 0 | 0 | -
met2 | 0.0530 | 526 | 19
li1 | - | - | 141
==> repair_timing <==
item | CTS | global route
endpoints found under the setup margin | 2 | 2
buffers inserted | 0 | 0
hold endpoints to repair | 0 | 0
resized | 27 | 61
pin swaps | 12 | 13
cloned | 0 | 0
No activity file was given, so power comes from the tool's default toggle rates.
