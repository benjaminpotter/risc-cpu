==> design/flow/design.v <==
module register #(parameter DATA_WIDTH_IN = 32, DATA_WIDTH_OUT = 32, INIT = 32'h0)(
	input clear, clock, enable, 
	input [DATA_WIDTH_IN-1:0]BusMuxOut,
	output wire [DATA_WIDTH_OUT-1:0]BusMuxIn
);
reg [DATA_WIDTH_IN-1:0]q;
initial q = INIT;
always @ (posedge clock)
		begin 
			if (clear) begin
				q <= {DATA_WIDTH_IN{1'b0}};
			end
			else if (enable) begin
				q <= BusMuxOut;
			end
		end
	assign BusMuxIn = q[DATA_WIDTH_OUT-1:0];
endmodule
==> design/flow/run.sh <==
#!/bin/bash
# OpenROAD 26Q1-2900-gdf79404cd8, Yosys 0.63+post, stock flow scripts
make -C /OpenROAD-flow-scripts/flow DESIGN_CONFIG=/design/flow/config.mk WORK_HOME=/design/flow/orfs finish
==> design/flow/config.mk <==
export PLATFORM = sky130hd
export DESIGN_NAME = register
export DESIGN_NICKNAME = register
export VERILOG_FILES = /design/flow/design.v
export SDC_FILE = /design/flow/constraint.sdc
export NUM_CORES = 4
export LEC_CHECK = 1
export CORE_AREA = 10 10 91 91
export DIE_AREA = 0 0 101 101
==> design/flow/constraint.sdc <==
current_design register

set clk_period 1.0
set clk_io_pct 0.2

create_clock -name clk0 -period $clk_period [get_ports {clock}]

set non_clock_inputs [all_inputs -no_clocks]
set_input_delay [expr $clk_period * $clk_io_pct] -clock clk0 $non_clock_inputs
set_output_delay [expr $clk_period * $clk_io_pct] -clock clk0 [all_outputs]
==> results.rst <==
Run summary
-----------

.. list-table::
   :header-rows: 1

   * - Metric
     - Value
   * - Result of the run
     - finished, final reports clean
   * - Pre-Repair DR Iteration Count
     - 2
   * - Pin count of the biggest net entering global routing
     - 33
   * - Total die size
     - 10200 µm²
   * - TritonCTS clock tree
     - built
   * - Half-perimeter wire length of the detailed placement result
     - approximately 2400 µm
   * - Logic area
     - 440 µm²
   * - Final Instance Count excl. Fillers
     - roughly 250
   * - Final routed wirelength across all metal layers
     - 3120 µm
   * - Wire length of the first global-routing pass
     - 4910 µm
   * - F_max
     - 1.10 GHz
   * - Number of clock sinks
     - 32
   * - Top routing layer used
     - met4
   * - GRT Resource Usage Total
     - 5.85%
   * - Port Buffers
     - 66
   * - Flip-flop count of the largest register, all copies and words added
     - 32
   * - Reg area
     - slightly below 700 µm²
   * - Final worst clock skew
     - 0 ns
   * - Total power per unit cell area
     - between 1500 and 2000 nW/µm²
   * - H-Tree Depth
     - 2
   * - Total number of vias
     - 943
   * - Total count of hold-check failures in the final report
     - 0
   * - Routed length per instance
     - 12.4 µm
   * - Routed length on met3
     - between 150 and 200 µm
   * - Avg Cell Area, Syn
     - 11.3 µm²
   * - Latest clock arrival within the worst-skew pair
     - between 0.2 and 0.3 ns
   * - Relative max-transition margin
     - 90.1%
   * - RSZ-0062 raised after global routing
     - no
   * - Ratio of cells with drive above 1 in the final layout
     - 44.0%
   * - Vias per std cell
     - around 3.7
   * - Worst ir drop on vdd
     - 0.000684 V
   * - # DRC
     - 0
   * - Clock buffer count from CTS
     - 5
   * - Largest registers ranked by flip-flop count
     - q x32
   * - Site row count
     - 29
   * - Yosys synthesis warning count
     - 1
   * - CP Buf/Inv Count
     - 1
   * - DIE WIDTH
     - a little over 100 µm
   * - Final period utilization
     - 90.7%
   * - Total congestion overflow
     - 0
   * - Die height
     - 101 µm
   * - Fraction of the yosys area taken by sequential cells
     - a little under three fifths
   * - Path class of the lowest-slack min-delay path
     - input pin to flop
   * - Utilization of the core after routing
     - between 20% and 30%
   * - Type of element launching the critical path
     - flop
   * - Post-placement setup slack
     - -0.105 ns
   * - Total core area
     - 6350 µm²
   * - Initial detailed-routing violation count
     - 17
   * - Worst-path cell with the longest stage delay
     - dfxtp_2
   * - Filler Cell Count
     - 666
   * - Signal arrival time at the worst endpoint
     - 0.71 ns
   * - Met1 layer wirelength in the final routing
     - between 1500 and 2000 µm
   * - Number of placed instances, taps included
     - 243
   * - Number of I/O pins
     - 67
   * - Crit path kind
     - flop to output pin
   * - Area growth from synthesis to final layout
     - 62.9%
   * - Yosys reg bits
     - 32
   * - Cells traversed along the worst timing path
     - buf_2
   * - Post-synth cell types
     - 6
   * - Maximum root-to-sink buffer count
     - 2
   * - Tool warnings
     - 25
   * - Number of nets still failing antenna checks after routing
     - 0
   * - Clock period minus worst slack
     - between 0.9 and 1 ns
   * - Antenna violations before repair
     - 0
   * - Clock slew seen by the registers of the worst setup and hold paths
     - 0.07 ns
   * - Longest individual stage delay on the worst path
     - 0.32 ns
   * - Via count of the first global-routing pass
     - 941
   * - Initial Utilization
     - 18.3%
   * - Last weighted congestion value of the routability-driven placer
     - between 0.6 and 0.7
   * - Length of routed met2 wiring
     - 1350 µm
   * - Register with the most flip-flops
     - q
   * - Leak pwr
     - between 0.0008 and 0.0009 µW
   * - Accumulated negative setup slack
     - 0 ns
   * - CP Max Fanout
     - 2
   * - Worst Slack Setup Final
     - 0.0929 ns
   * - Post-synthesis chip area from yosys
     - 1160 µm²
   * - Maxcap violations
     - 0
   * - Setup violation total in the final timing report
     - 0
   * - Gate Count Post-Synth
     - 103
   * - Required @ worst endpoint
     - 0.80 ns
   * - Area of the mapped netlist
     - about 1200 µm²
   * - ANT cells
     - 0
   * - Worst path top cell family by delay
     - flip-flops
   * - Transition time of the tightest slew-check pin
     - 0.144 ns
   * - Endpoint kind of the worst setup timing path
     - output pin
   * - Clock tree root driver cell
     - clkbuf_8
   * - Final-report max-slew violation count
     - 0
   * - Yosys stat cell total
     - 103
synthesized netlist by cell type, drive strengths merged:
| cell | n | area share, % |
|---|---|---|
| buf | 4 | 6.1 |
| clkbuf | 3 | 0.97 |
| dfxtp | 32 | 55 |
| mux2i | 32 | 28 |
| nor2 | 32 | 10 |
cell usage in the layout, fill, tap and decap left out, types with 2 or more instances in the layout:
cell and count:
buf_2 8, mux2i_1 32, clkdlybuf4s50_1 33, dfxtp_2 32
clkbuf_8 5, buf_12 3, buf_4 2, clkbuf_2 25
nor2_1 32
cells by family after synthesis:
family	after synthesis	synth area share, %
and+or+nand+nor	32	10.3
muxes	32	27.5
DFF	32	55.1
buffers and inverters	7	7.10
cell type report:
class | count | share of cell area [%]
clock inverters | 2 | 1.85
flip-flops and latches | 32 | 35.9
multi-input cells | 64 | 23.2
repair buffers | 71 | 30.1
clock buffers | 6 | 3.83
well taps | 77 | 5.08
metrics by stage:
step | total power (µW) | hold WS, ns | instance area [µm²]
after floorplan | 1570 | 0.272 | 1160
after global placement | 1880 | 0.471 | 1900
after detailed placement | 1880 | 0.480 | 1900
after CTS | 3100 | 0.423 | 2010
after global routing | 3170 | 0.430 | 1900
final | 2990 | 0.429 | 1900
worst paths after layout:
kind,start,slack [ns],cells past startpoint,end
max,q[29]$_SDFFE_PP0P_,0.09,1,BusMuxIn[29]
min,enable,0.43,4,q[16]$_SDFFE_PP0P_
max reg2reg,q[5]$_SDFFE_PP0P_,0.30,3,q[5]$_SDFFE_PP0P_
min reg2reg,q[17]$_SDFFE_PP0P_,0.48,2,q[17]$_SDFFE_PP0P_
routing by layer:
layer	track usage [%]	vias up
li1	-	479
met1	8.32	421
met2	8.45	41
met3	1.94	2
met4	1.29	0
met5	0	-
power breakdown:
part | leakage, µW | total (µW) | internal (µW) | switching (µW)
Sequential | 0.000275 | 1400 | 1370 | 34.5
Clock | 0.0000552 | 1200 | 739 | 464
Combinational | 0.000566 | 386 | 262 | 125
timing repair:
item / in CTS / in global routing
setup buffers: 0 / 1
pin swaps: 0 / 0
resized: 104 / 25
setup endpoints to repair: 32 / 25
hold buffers: 0 / 0
Power is estimated from default activity; no workload was simulated.
